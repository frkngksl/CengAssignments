<file path="flow/config.mk">
export PLATFORM = sky130hd
export DESIGN_NAME = RgbMaskModule
export DESIGN_NICKNAME = RgbMaskModule
export VERILOG_FILES = /design/flow/design.v
export SDC_FILE = /design/flow/constraint.sdc
export NUM_CORES = 4
export LEC_CHECK = 1
export CORE_UTILIZATION = 30
</file>
<file path="flow/constraint.sdc">
current_design RgbMaskModule

set clk_period 17.5
set clk_io_pct 0.2

create_clock -name clk0 -period $clk_period [get_ports {CLK}]

set non_clock_inputs [all_inputs -no_clocks]
set_input_delay [expr $clk_period * $clk_io_pct] -clock clk0 $non_clock_inputs
set_output_delay [expr $clk_period * $clk_io_pct] -clock clk0 [all_outputs]
</file>
<file path="flow/design.v">
`timescale 1ns / 1ps
module MaskROM (input [3:0] RomAddress, output reg[7:0] RomDataOut);
	reg[7:0] memword[0:15];
	initial begin 
	memword[0] = 8'b00000000;
	memword[1] = 8'b00001111;
	memword[2] = 8'b00011110;
	memword[3] = 8'b00110000;
	memword[4] = 8'b01010000;
	memword[5] = 8'b01100110;
	memword[6] = 8'b01101010;
	memword[7] = 8'b01111110;	
	memword[8] = 8'b10000001;
	memword[9] = 8'b10100000;
	memword[10] = 8'b10100110;
	memword[11] = 8'b10111101;
	memword[12] = 8'b11000000;
	memword[13] = 8'b11010000;
	memword[14] = 8'b11010011;
	memword[15] = 8'b11100110;
	end
	always@(RomAddress)
	begin
		RomDataOut = memword[RomAddress];
	end
endmodule
module RgbRAM (input Mode,input [3:0] RamAddress, input [23:0] RamDataIn,
					input [7:0] Mask,input [2:0] Op, input CLK, output reg [23:0] RamDataOut);
	reg[23:0] ramword[0:15];
	reg[7:0] first;
	reg[7:0] second;
	reg[7:0] third;
	initial begin 
	ramword[0] = 24'b000000000000000000000000;
	ramword[1] = 24'b000000000000000000000000;
	ramword[2] = 24'b000000000000000000000000;
	ramword[3] = 24'b000000000000000000000000;
	ramword[4] = 24'b000000000000000000000000;
	ramword[5] = 24'b000000000000000000000000;
	ramword[6] = 24'b000000000000000000000000;
	ramword[7] = 24'b000000000000000000000000;
	ramword[8] = 24'b000000000000000000000000;
	ramword[9] = 24'b000000000000000000000000;
	ramword[10] = 24'b000000000000000000000000;
	ramword[11] = 24'b000000000000000000000000;
	ramword[12] = 24'b000000000000000000000000;
	ramword[13] = 24'b000000000000000000000000;
	ramword[14] = 24'b000000000000000000000000;
	ramword[15] = 24'b000000000000000000000000;
	first = 8'b00000000;
	second = 8'b00000000;
	third = 8'b00000000;
	end
always@(Mode or RamAddress)
	begin
		if(Mode == 0)
			begin
			RamDataOut = ramword[RamAddress];
			end
	end
always@(posedge CLK)
	begin
		if(Mode)
			begin
			case(Op)
				3'b000:
					begin
						first = RamDataIn[23:16];
						second = RamDataIn[15:8];
						third = RamDataIn[7:0];
						first = first & Mask;
						second = second & Mask;
						third = third & Mask;
						ramword[RamAddress] = {first,second,third};
					end
				3'b001:
					begin
						first = RamDataIn[23:16];
						second = RamDataIn[15:8];
						third = RamDataIn[7:0];
						first = first | Mask;
						second = second | Mask;
						third = third | Mask;
						ramword[RamAddress] = {first,second,third};
					end
				3'b010:
					begin
						first = RamDataIn[23:16];
						second = RamDataIn[15:8];
						third = RamDataIn[7:0];
						first = first ^ Mask;
						second = second ^ Mask;
						third = third ^ Mask;
						ramword[RamAddress] = {first,second,third};
					end
				3'b011:
					begin
						first = RamDataIn[23:16];
						second = RamDataIn[15:8];
						third = RamDataIn[7:0];
						if(first+Mask > 254) first = 255;
						else first = first+Mask;
						if(second+Mask > 254) second = 255;
						else second = second+Mask;
						if(third+Mask > 254) third = 255;
						else third = third+Mask;
						ramword[RamAddress] = {first,second,third};
					end
				3'b100:
					begin
					   first = RamDataIn[23:16];
						second = RamDataIn[15:8];
						third = RamDataIn[7:0];
						if(first < Mask) first = 8'b00000000;
						else first = first - Mask;
						if(second < Mask) second = 8'b00000000;
						else second = second - Mask;
						if(third < Mask) third = 8'b00000000;
						else third = third - Mask;
						ramword[RamAddress] = {first,second,third};
					end
				3'b101:
					begin
						first = RamDataIn[23:16];
						second = RamDataIn[15:8];
						third = RamDataIn[7:0];
						if(first + 1 > 254) first = 255;
						else first = first+1;
						if(second + 1 > 254) second = 255;
						else second = second+1;
						if(third + 1 > 254) third = 255;
						else third = third+1;
						ramword[RamAddress] = {first,second,third};
					end
				3'b110:
					begin
						first = RamDataIn[23:16];
						second = RamDataIn[15:8];
						third = RamDataIn[7:0];
						if(first < 2) first = 8'b00000000;
						else first = first-1;
						if(second < 2) second = 8'b00000000;
						else second = second-1;
						if(third  < 2) third = 8'b00000000;
						else third = third-1;
						ramword[RamAddress] = {first,second,third};
					end
				3'b111:
					begin
						first = RamDataIn[23:16];
						second = RamDataIn[15:8];
						third = RamDataIn[7:0];
						first = {first[6:0],first[7]};
						second = {second[6:0],second[7]};
						third = {third[6:0],third[7]};
						ramword[RamAddress] = {first,second,third};
					end	
				endcase		
			end
	end
endmodule
module RgbMaskModule(input Mode, input [3:0] Address, input [23:0] RGBin,input [2:0] Op,  input CLK, output wire [23:0] RGBout);
	wire [7:0]  romResult;
	MaskROM RO(Address, romResult);
	RgbRAM RA(Mode, Address, RGBin,romResult, Op, CLK, RGBout);
endmodule
</file>
<file path="flow/run.sh">
#!/bin/bash
# OpenROAD 26Q1-2900-gdf79404cd8, Yosys 0.63+post, stock flow scripts
make -C /OpenROAD-flow-scripts/flow DESIGN_CONFIG=/design/flow/config.mk WORK_HOME=/design/flow/orfs finish
</file>
==> results.txt <==
flow finished, numbers: Met3 Routed Length=7580 um, router iterations before antenna repair=5, type of the tightest min-delay check=in2reg, yosys synthesis chip area=20,200 um2, first-pass GRT wire length=83,300 um, Worst Max-Slew Pin Slew=934 ps, share of the cycle needed by the critical path after routing=47.3%, number of nets with antenna violations after routing=0, Log Warnings=101, main flop type after synthesis=sky130_fd_sc_hd__edfxtp_1, cell area after synthesis=20,200 um2, Top-area cell share=57.0%, final weighted congestion in routability-driven placement=1.04, number of input and output port buffers inserted=56, Critical Path RT=17,700 ps, overall global routing resource usage=17.5%, max-slew violations=0, largest net degree at the start of global routing=51, antenna violations before repair=0, Chip Width=262 um, critical path arrival=8480 ps, HPWL after detailed placement=34,900 um, DRT Wirelength=55,100 um, Clk pin slew, worst setup/hold paths=60 ps, Die Span Y=262 um, final hold viol count=0, endpoint kind of the worst setup timing path=flip-flop, top routing layer in use=met5, total power draw=2.18 mW, Core Util at FP=30.6%, Yosys warnings=2, vias in the first global route=13,012, number of rows created at floorplan=94, Worst Setup SP=Address[3], Post-CTS Resized=0, number of CTS-inserted buffers=37, setup TNS=0 ps, worst slew margin relative to its limit=37.3%, wire length on met2=25,400 um, area of all sequential standard cells=11,900 um2, post-detailed-route DRC marker count=0, number of cells in Yosys stat=1,368, Min-Delay Startpoint=Address[1], cell at the root of the clock tree=sky130_fd_sc_hd__clkbuf_16, ratio of cells with drive above 1 in the final layout=18.1%, Yosys top cell by instances=sky130_fd_sc_hd__edfxtp_1, number of placed I/O pins=57, post-route design area=23,300 um2, Max Root-Sink Buffers=3, Via density=5.35, area added between synthesis and finish=14.9%, initial detailed-routing violation count=918, count of maximum capacitance violations=0, Post CTS Setup Buffer Count=0, total power per unit cell area=93.8 nW/um2, wire length per cell after detailed routing=23.6 um, cell type contributing the most total cell area after synthesis=sky130_fd_sc_hd__edfxtp_1, Placeable Area=66,200 um2, # H-tree levels=2, async set-reset flop share out of synthesis=0%, area enclosed by the die boundary=68,500 um2, crit path time final=8280 ps, mean instance size in the synthesized netlist=14.8 um2, DP Area=22,100 um2, maximum vdd ir drop=0.0545 mV, Synth cell types=81, timing-limited maximum frequency=0.121 GHz, register pins left without a clock=24, Max Fanout on Critical Path=31, clock tree from TritonCTS=yes, final setup vio count=0, total number of vias=12,477, post-synthesis sequential element count=408, category of the most critical setup path=in2reg, utilization after layout=35.1%, Cells after Synth=1,368, top post-synthesis cells by count=sky130_fd_sc_hd__edfxtp_1, sky130_fd_sc_hd__mux4_2, sky130_fd_sc_hd__ha_1, antenna cells=0, global route total overflow=0, Top cells by area=sky130_fd_sc_hd__edfxtp_1, sky130_fd_sc_hd__mux4_2, sky130_fd_sc_hd__ha_1, Worst setup SP type=input pin, unrepaired setup endpoints after global routing=false, static leakage power=7.46 nW, number of synthesized flops with an enable pin=384, met1 routed wirelength after detailed routing=20,600 um, number of unconstrained endpoints=48, Post-CTS Hold Fix Bufs=0, area used by multi-input combinational logic=7910 um2, Layout fillers=6,195, result of the run=finished clean
## layout by cell type (no fill, tap or decap), types with 12 or more instances in the layout
master                            instances
sky130_fd_sc_hd__ha_1                   104
sky130_fd_sc_hd__mux4_2                 121
sky130_fd_sc_hd__xor2_1                  13
sky130_fd_sc_hd__a21o_1                  14
sky130_fd_sc_hd__edfxtp_1               384
sky130_fd_sc_hd__o22ai_1                 13
sky130_fd_sc_hd__o211ai_1                12
sky130_fd_sc_hd__nor2b_1                 12
sky130_fd_sc_hd__inv_1                   55
sky130_fd_sc_hd__nor2_1                  70
sky130_fd_sc_hd__nand2_1                 63
sky130_fd_sc_hd__clkbuf_16               37
sky130_fd_sc_hd__dlxtn_1                 24
sky130_fd_sc_hd__nor3_1                  23
sky130_fd_sc_hd__a21oi_1                 79
sky130_fd_sc_hd__nand3_1                 18
sky130_fd_sc_hd__xnor2_1                 41
sky130_fd_sc_hd__clkdlybuf4s50_1         52
sky130_fd_sc_hd__nor2_4                  12
sky130_fd_sc_hd__buf_4                   55
sky130_fd_sc_hd__a31oi_1                 21
sky130_fd_sc_hd__o21ai_0                 42
sky130_fd_sc_hd__o221ai_1                18
## critical path: stages
cell	delay, ps
sky130_fd_sc_hd__clkdlybuf4s50_1	830
sky130_fd_sc_hd__inv_2	260
sky130_fd_sc_hd__buf_4	650
sky130_fd_sc_hd__mux2i_1	270
sky130_fd_sc_hd__nand2_1	60
sky130_fd_sc_hd__o21ai_0	190
sky130_fd_sc_hd__buf_4	230
sky130_fd_sc_hd__inv_1	80
sky130_fd_sc_hd__fa_1	420
sky130_fd_sc_hd__nand3b_1	240
sky130_fd_sc_hd__a21oi_1	360
sky130_fd_sc_hd__o21ai_4	160
sky130_fd_sc_hd__nor2b_1	160
sky130_fd_sc_hd__a2bb2oi_1	140
sky130_fd_sc_hd__o21a_1	190
sky130_fd_sc_hd__o21ai_1	720
## per-stage QoR
stage	hold WS [ps]	cells	setup WS, ps
after floorplan	3960	1368	9520
after global placement	4420	2265	8900
after detailed placement	4410	2265	8640
after CTS	3860	2333	9210
after global routing	3910	2333	8760
final	3870	2333	9220
## state kept, by name, summed over array words and instances, names as in the netlist
register / count
RA.RamDataOut: 24
RA.ramword: 384
## report_power, final
group / switching, mW / internal [mW]
logic: 0.202 / 0.125
registers: 0.00548 / 1.07
clock network: 0.326 / 0.454
## kinds of logic after synthesis
logic type	share of synthesized area, %
AND/OR/NAND/NOR	5.71
flip-flops	57.0
XOR/XNOR	2.34
AND-OR/OR-AND	9.76
latches	1.78
buffers and inverters	2.70
adder cells (fa/ha/maj)	7.02
multiplexers	13.7
## final cells by class
cell class              count  area share (%)
flip-flops and latches    408            51.1
inverters                  58           0.936
multi-input cells         825            34.0
clock buffers              47            4.14
clock inverters            21            1.02
well taps                 864            4.65
repair buffers            110            4.10
## worst paths after layout
path | endpoint | depth (start not counted)
setup / recovery | RA.ramword[1][5]$_DFFE_PP_ | 16
hold / removal | RA.ramword[6][19]$_DFFE_PP_ | 4
## per-layer routing
layer,up-vias,global-route usage [%]
li1,5541,-
met1,6095,22.3
met4,2,3.88
met5,-,0.486
met3,91,10.2
met2,748,26.4
Power is estimated from default activity; no workload was simulated.
