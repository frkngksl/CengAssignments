$ cat flow/design.v
`timescale 1ns / 1ps
module lab4_2(
  input [1:0] mode,
  input [2:0] n_gasoline_pumps,       
  input [2:0] n_diesel_pumps,         
  input [3:0] fuel_amount,            
  input fuel_type,                    
  input CLK, 
  output reg [0:5] pump_status,                 
  output reg is_gasoline_queue_not_full,        
  output reg is_diesel_queue_not_full,          
  output reg [3:0] n_cars_in_gasoline_queue,    
  output reg [3:0] n_cars_in_diesel_queue,      
  output reg [7:0] total_gasoline_needed,       
  output reg [7:0] total_diesel_needed,         
  output reg invalid_gasoline_car,              
  output reg invalid_diesel_car,                
  output reg invalid_setup_params               
);
reg [3:0] memoryForPump [0:5];
reg [3:0] queueForDiesel [7:0];
reg [3:0] queueForGasoline [7:0];
reg [3:0] frontForGasoline;
reg [3:0] backForGasoline;
reg [3:0] backForDiesel;
reg [3:0] frontForDiesel;
reg [2:0] gasolinePump;
reg [2:0] dieselPump;
reg setupDoneFlag;
reg added;
integer j;
initial begin
added = 0;
memoryForPump[0] = 0;
memoryForPump[1] = 0;
memoryForPump[2] = 0;
memoryForPump[3] = 0;
memoryForPump[4] = 0;
memoryForPump[5] = 0;
pump_status = 6'b000000;
is_gasoline_queue_not_full = 0;
is_diesel_queue_not_full = 0;
n_cars_in_gasoline_queue = 4'b1111;
n_cars_in_diesel_queue = 4'b1111;
total_gasoline_needed = 8'b11111111;
total_diesel_needed = 8'b11111111;
invalid_gasoline_car = 0;
invalid_diesel_car = 0;
invalid_setup_params = 0;
queueForDiesel[7] = 0;
queueForDiesel[6] = 0;
queueForDiesel[5] = 0;
queueForDiesel[4] = 0;
queueForDiesel[3] = 0;
queueForDiesel[2] = 0;
queueForDiesel[1] = 0;
queueForDiesel[0] = 0;
queueForGasoline[7] = 0;
queueForGasoline[6] = 0;
queueForGasoline[5] = 0;
queueForGasoline[4] = 0;
queueForGasoline[3] = 0;
queueForGasoline[2] = 0;
queueForGasoline[1] = 0;
queueForGasoline[0] = 0;
frontForDiesel = 0;
backForDiesel = 7;
frontForGasoline = 0;
backForGasoline = 7;
setupDoneFlag = 0;
gasolinePump = 0;
dieselPump = 0;
end
always@(posedge CLK)
	begin
	if(mode == 2'b10 || mode == 2'b11)
		begin
			if(n_gasoline_pumps > 6)
				begin
				invalid_diesel_car =0;
				invalid_gasoline_car=0;
				invalid_setup_params = 1;
				end
			else if(n_diesel_pumps > 6)
				begin
				invalid_diesel_car =0;
				invalid_gasoline_car=0;
				invalid_setup_params = 1;
				end
			else if(n_diesel_pumps+n_gasoline_pumps == 0 || n_diesel_pumps+n_gasoline_pumps > 6)
				begin
				invalid_diesel_car =0;
				invalid_gasoline_car=0;
				invalid_setup_params = 1;
				end
			else 
				begin
				for(j=0;j<6;j=j+1)
					begin
					pump_status[j] = 0;
					end
				invalid_setup_params = 0;
				invalid_diesel_car =0;
				invalid_gasoline_car=0;
				for(j=0;j<6;j=j+1)
					begin
						if(j < (n_gasoline_pumps+n_diesel_pumps))
							begin
							pump_status[j] = 1;
							end
					end
				queueForDiesel[7] = 0;
				queueForDiesel[6] = 0;
				queueForDiesel[5] = 0;
				queueForDiesel[4] = 0;
				queueForDiesel[3] = 0;
				queueForDiesel[2] = 0;
				queueForDiesel[1] = 0;
				queueForDiesel[0] = 0;
				queueForGasoline[7] = 0;
				queueForGasoline[6] = 0;
				queueForGasoline[5] = 0;
				queueForGasoline[4] = 0;
				queueForGasoline[3] = 0;
				queueForGasoline[2] = 0;
				queueForGasoline[1] = 0;
				queueForGasoline[0] = 0;
				memoryForPump[0] = 0;
				memoryForPump[1] = 0;
				memoryForPump[2] = 0;
				memoryForPump[3] = 0;
				memoryForPump[4] = 0;
				memoryForPump[5] = 0;
				if(n_diesel_pumps == 0)
					begin
						n_cars_in_diesel_queue = 4'b1111;
						total_diesel_needed = 8'b11111111;
						is_gasoline_queue_not_full= 1;
						n_cars_in_gasoline_queue = 0;
						is_diesel_queue_not_full= 0;
						total_gasoline_needed = 0;
						setupDoneFlag=1;
					end
				else if(n_gasoline_pumps == 0)
					begin
						n_cars_in_gasoline_queue = 4'b1111;
						total_gasoline_needed = 8'b11111111;
						is_gasoline_queue_not_full=0;
						is_diesel_queue_not_full=1;
						n_cars_in_diesel_queue = 0;
						total_diesel_needed = 0;
						setupDoneFlag=1;
					end
				else
					begin
						is_gasoline_queue_not_full=1;
						is_diesel_queue_not_full=1;
						n_cars_in_gasoline_queue = 0;
						n_cars_in_diesel_queue = 0;
						total_gasoline_needed = 0;
						total_diesel_needed = 0;
						setupDoneFlag=1;
					end
				gasolinePump = n_gasoline_pumps;
				dieselPump = n_diesel_pumps;
				frontForGasoline = 0;
				frontForDiesel = 0;
				backForGasoline = 7;
				backForDiesel = 7;
				end
		end
	else if(mode == 2'b00)
		begin
		if(setupDoneFlag)
			begin
			invalid_setup_params = 0;
			invalid_gasoline_car = 0;
			invalid_diesel_car = 0;
			for(j=0;j<6;j=j+1)
				begin
				if(j<gasolinePump)
					begin
					if(pump_status[j] == 0)
						begin
						memoryForPump[j] = memoryForPump[j] - 1;
						total_gasoline_needed = total_gasoline_needed - 1;
						if(memoryForPump[j] == 0) 
							begin
							pump_status[j] = 1;
							end
						end
					else if(pump_status[j] == 1)
						begin
							if(n_cars_in_gasoline_queue>0)
							begin
							pump_status[j] = 0;
							memoryForPump[j] = queueForGasoline[frontForGasoline];
							frontForGasoline = (frontForGasoline+1);
							if(frontForGasoline == 8) frontForGasoline = 0;
							n_cars_in_gasoline_queue = n_cars_in_gasoline_queue - 1;
							is_gasoline_queue_not_full = 1;
							end
						end
					end	
				end
				for(j=0;j<6;j=j+1)
				begin
				if(j>=gasolinePump && (j < dieselPump+gasolinePump))
					begin
					if(pump_status[j] == 0)
						begin
						memoryForPump[j] = memoryForPump[j] - 1;
						total_diesel_needed = total_diesel_needed - 1;
						if(memoryForPump[j] == 0)
							begin
							pump_status[j] = 1;
							end
						end
					else if(pump_status[j] == 1)
						begin
						if(n_cars_in_diesel_queue>0)
							begin
							pump_status[j] = 0;
							memoryForPump[j] = queueForDiesel[frontForDiesel];
							frontForDiesel = (frontForDiesel+1);
							if(frontForDiesel == 8) frontForDiesel = 0;
							n_cars_in_diesel_queue = n_cars_in_diesel_queue -1 ;
							is_diesel_queue_not_full = 1;
							end
						end
					end			
				end
			end
		end
	else if(mode == 2'b01)
		begin
		invalid_gasoline_car = 0;
		invalid_diesel_car = 0;
		added = 0;	
		if(setupDoneFlag)
			begin
			if(gasolinePump == 0 && fuel_type == 0) invalid_gasoline_car = 1;
			else if(fuel_type == 0 && fuel_amount == 0) invalid_gasoline_car = 1;
			else if(fuel_type == 0 && fuel_amount > 8) invalid_gasoline_car = 1;
			else if(dieselPump == 0 && fuel_type == 1) invalid_diesel_car = 1;
			else if(fuel_type == 1 && fuel_amount == 0) invalid_diesel_car = 1;
			else if(fuel_type == 1 && fuel_amount > 8) invalid_diesel_car = 1;
			for(j=0;j<6;j=j+1)
				begin
				if(j<gasolinePump)
					begin
					if(pump_status[j] == 0)
						begin
						memoryForPump[j] = memoryForPump[j] - 1;
						total_gasoline_needed = total_gasoline_needed - 1;
						if(memoryForPump[j] == 0) 
							begin
							pump_status[j] = 1;
							end
						end
					else if(pump_status[j] == 1)
						begin
							if(n_cars_in_gasoline_queue>0)
							begin
							pump_status[j] = 0;
							memoryForPump[j] = queueForGasoline[frontForGasoline];
							frontForGasoline = (frontForGasoline+1);
							if(frontForGasoline == 8) frontForGasoline = 0;
							n_cars_in_gasoline_queue = n_cars_in_gasoline_queue - 1;
							is_gasoline_queue_not_full = 1;
							end
							else if(n_cars_in_gasoline_queue == 0 && added == 0 && fuel_type == 0 && invalid_gasoline_car == 0)
							begin
							pump_status[j] =0;
							memoryForPump[j] = fuel_amount;
							total_gasoline_needed = total_gasoline_needed + fuel_amount;
							added = 1;
							end
						end
					end
				end
			for(j=0;j<6;j=j+1)
				begin
				if(j>=gasolinePump && (j < dieselPump+gasolinePump))
					begin
					if(pump_status[j] == 0)
						begin
						memoryForPump[j] = memoryForPump[j] - 1;
						total_diesel_needed = total_diesel_needed - 1;
						if(memoryForPump[j] == 0)
							begin
							pump_status[j] = 1;
							end
						end
					else if(pump_status[j] == 1)
						begin
						if(n_cars_in_diesel_queue>0)
							begin
							pump_status[j] = 0;
							memoryForPump[j] = queueForDiesel[frontForDiesel];
							frontForDiesel = (frontForDiesel+1);
							if(frontForDiesel == 8) frontForDiesel = 0;
							n_cars_in_diesel_queue = n_cars_in_diesel_queue -1 ;
							is_diesel_queue_not_full = 1;
							end
						else if(n_cars_in_diesel_queue == 0 && added == 0 && fuel_type == 1 && invalid_diesel_car == 0)
							begin
							pump_status[j] = 0;
							memoryForPump[j] = fuel_amount;
							total_diesel_needed = total_diesel_needed + fuel_amount;
							added = 1;
							end
						end
					end	
				end
			if(fuel_type == 0 && n_cars_in_gasoline_queue == 8) invalid_gasoline_car=1;
			else if(fuel_type == 1 && n_cars_in_diesel_queue == 8) invalid_diesel_car = 1;
			if(fuel_type == 0 && invalid_gasoline_car == 0 && added == 0) 
				begin
				backForGasoline = (backForGasoline+1);
				if(backForGasoline == 8) backForGasoline = 0;
				queueForGasoline[backForGasoline] = fuel_amount;
				total_gasoline_needed = total_gasoline_needed +fuel_amount;
				n_cars_in_gasoline_queue = n_cars_in_gasoline_queue + 1;
				if(n_cars_in_gasoline_queue == 8) is_gasoline_queue_not_full = 0;
				else is_gasoline_queue_not_full = 1;
				end
			else if(fuel_type == 1 && invalid_diesel_car == 0 && added == 0)
				begin
				backForDiesel = (backForDiesel+1);
				if(backForDiesel == 8) backForDiesel = 0;
				queueForDiesel[backForDiesel] = fuel_amount;
				total_diesel_needed = total_diesel_needed + fuel_amount;
				n_cars_in_diesel_queue = n_cars_in_diesel_queue + 1;
				if(n_cars_in_diesel_queue == 8) is_diesel_queue_not_full = 0;
				else is_diesel_queue_not_full = 1;
				end					
			end
		end	
	end
endmodule
$ cat flow/run.sh
#!/bin/bash
# OpenROAD 26Q1-2900-gdf79404cd8, Yosys 0.63+post, stock flow scripts
make -C /OpenROAD-flow-scripts/flow DESIGN_CONFIG=/design/flow/config.mk WORK_HOME=/design/flow/orfs finish
$ cat flow/config.mk
export PLATFORM = sky130hd
export DESIGN_NAME = lab4_2
export DESIGN_NICKNAME = lab4_2
export VERILOG_FILES = /design/flow/design.v
export SDC_FILE = /design/flow/constraint.sdc
export NUM_CORES = 4
export LEC_CHECK = 1
export CORE_UTILIZATION = 30
$ cat flow/constraint.sdc
current_design lab4_2

set clk_period 21.8
set clk_io_pct 0.2

create_clock -name clk0 -period $clk_period [get_ports {CLK}]

set non_clock_inputs [all_inputs -no_clocks]
set_input_delay [expr $clk_period * $clk_io_pct] -clock clk0 $non_clock_inputs
set_output_delay [expr $clk_period * $clk_io_pct] -clock clk0 [all_outputs]
==> datasheet_impl.txt <==
Table: implementation figures

Parameter                              Value

CTS
  Total setup buffers inserted after CTS    0
  Cts-stage hold buffer count    0
  Post-cts repair resize count    0
  Clk slew on worst S/H paths    70 ps
  Number of buffers inserted during clock tree synthesis    17
  CTS sink count    146
  Worst-case clock buffer depth    2
  Clock tree from TritonCTS    yes
  Cell at the root of the clock tree    clkbuf_16
  Maximum level of the CTS H-tree    4
  Clock latency reported for the late side of the worst-skew pair    490 ps

Setup path
  Category of the worst setup path launch point    primary input
  Worst reg2reg path depth    42
  Worst path top cell family by delay    simple AND/OR/NAND/NOR gates
  Most used cell along the critical path    buf_4
  Worst path slowest cell    nor4_2
  CP Capture Type    flop
  Buffers plus inverters on the worst setup path    9
  Maximum fanout encountered on the critical timing path    16
  Critical Path RT    21920 ps
  CP Data Arrival Time    14230 ps
  Category of the most critical setup path    primary input to flop
  Worst path depth    34
  Slowest stage delay, CP    790 ps

Logic synthesis
  Synthesized area per cell    7.502 µm²
  Post-Synthesis Cell Area    28440 µm²
  Area fraction in and, or, nand and nor cells    0.2322
  Ys Warns    4
  Cell count after synthesis    3791
  Chip Area, Yosys    28440 µm²
  Yosys reg bits    146
  Post-synthesis sequential area ratio    0.1534
  Share of synthesized area spent on multiplexers    0.05055
  Flip-flops with a built-in enable    144
  Fraction of registers with async set/reset    0
  Largest family of logic cells by area    AND-OR/OR-AND gates
  Compound-Gate Fraction of Synth Area    0.3123
  Primary FF master, synth    edfxtp_1
  Count of cell types in the netlist    119
  XOR/XNOR Area Share    0.06753
  Cell count listed in synth_stat.txt    3791
  Area fraction in full adders, half adders and majority gates    0.1256

STA
  Achievable Freq    0.07085 GHz
  Final slew viol count    0
  Hold Fails Final Rpt    0
  Setup repair after global routing missed its margin    no
  Final period utilization    0.6474
  Worst Skew    12.71 ps
  Worst hold margin    581.0 ps
  Final setup violating endpoints    0
  Worst slew margin relative to its limit    0.3194
  Final period demand of the worst path    14110 ps
  Slew of the pin with the lowest slew margin    1010 ps
  Setup Total Neg Slack    0 ps

Worst hold path
  Class of the worst hold path    flop to flop
  WHS Path Cells    2

Finish
  Commonest non-fill, non-tap cells in the layout    nand2_1, nor2_1, a21oi_1
  Ratio of cells with drive above 1 in the final layout    0.08515
  Most common library cell in the layout ignoring fill and taps    nand2_1
  Layout fillers    9953
  Fin util    0.3309
  Relative area change from synthesis to final layout    8.917%

Floorplan
  I/O pins    49
  Core area    93610 µm²
  Chip Area    96040 µm²
  Starting density of the core    0.3038
  Die extent in x    309.9 µm
  Floorplan row count    112
  Chip Height    309.9 µm

Detailed routing
  Routed len/inst    23.95 µm
  Detailed-route DRC error count    0
  Via Count    30820
  Drt first-iter violations    3659
  Wirelength, routed    120.3 mm
  Vias per cell    6.133
  Number of antenna-violating nets in the routed design    0
  Drt first pass iters    9

Placement
  Placed wire-length estimate after detailed placement    92.77 mm
  Port Buffer Count    48
  Last weighted congestion value of the routability-driven placer    1.097

Job
  Number of maximum-capacitance constraint violations    0
  Number of warnings in the stage logs    127

Global routing
  Via count of the first global-routing pass    28069
  Leftover overflow at the end of global routing    0
  First-pass GRT wire length    178.2 mm
  Number of antenna violations at the first check in global routing    3
  Global routing usage summed across all routing layers    0.2511
  Maximum number of pins on one net before global-route repair    41

Run status
  Run status    complete, no violations
[flip-flops by register name, indices dropped and copies added (netlist names), 4 cells and up]
register                  cells
queueForDiesel               32
queueForGasoline             32
memoryForPump                24
total_diesel_needed           8
total_gasoline_needed         8
pump_status                   6
backForDiesel                 4
backForGasoline               4
frontForDiesel                4
frontForGasoline              4
n_cars_in_diesel_queue        4
n_cars_in_gasoline_queue      4
[path summary, 6_finish.rpt]
check	startpoint	slack, ps	to
max reg2reg	n_cars_in_gasoline_queue[0]$_DFFE_PP_	9430	queueForGasoline[3][2]$_DFFE_PP_
min	invalid_gasoline_car$_SDFFE_PN0P_	580	invalid_gasoline_car$_SDFFE_PN0P_
max	fuel_amount[0]	7690	queueForDiesel[7][0]$_DFFE_PP_
min reg2reg	invalid_gasoline_car$_SDFFE_PN0P_	580	invalid_gasoline_car$_SDFFE_PN0P_
[final cells by class]
cell class / count / area (µm²) / area share
Multi-Input combinational cell: 3230 / 22450 / 0.7246
Inverter: 212 / 797.0 / 0.02573
Sequential cell: 146 / 4364 / 0.1409
Clock inverter: 14 / 143.9 / 0.004645
Tap cell: 1254 / 1569 / 0.05065
Clock buffer: 17 / 425.4 / 0.01373
Antenna cell: 1 / 2.502 / 0.00008078
Timing Repair Buffer: 151 / 1229 / 0.03966
[worst reg2reg max path, delay by kind of cell (launching register included)]
| family | cells | cell delay, ps |
|---|---|---|
| compound gates | 10 | 2940 |
| xor+xnor | 3 | 1290 |
| fa+ha+maj | 7 | 2160 |
| buf+inv | 10 | 1420 |
| flops | 1 | 550 |
| mux | 1 | 390 |
| simple gates | 11 | 3270 |
[through the flow]
| step | cells | instance area (µm²) | worst slack, ps |
|---|---|---|---|
| detailed placement | 4993 | 30410 | 7454 |
| global placement | 4993 | 30410 | 7552 |
| CTS | 5024 | 30970 | 7962 |
| floorplan | 3791 | 28440 | 9404 |
| finish | 5025 | 30980 | 7686 |
| global route | 5025 | 30980 | 7072 |
[Yosys cell counts, types with 25 or more instances]
library cell	n	share of area
a211oi_1	48	0.013
a21o_1	46	0.012
a21oi_1	277	0.049
a221o_1	30	0.011
a221oi_1	70	0.022
a222oi_1	51	0.018
a22oi_1	39	0.010
a31oi_1	56	0.012
and2_1	38	0.0084
and3_1	39	0.0086
clkbuf_1	160	0.021
edfxtp_1	144	0.15
ha_1	260	0.11
inv_1	204	0.027
mux2_2	69	0.027
mux2i_1	60	0.021
nand2_1	431	0.057
nand2b_1	34	0.0075
nand3_1	138	0.024
nand4_1	44	0.0097
nor2_1	287	0.038
nor2b_1	41	0.0090
nor3_1	108	0.019
o211ai_1	46	0.012
o21a_1	25	0.0066
o21ai_0	228	0.040
o22ai_1	40	0.0088
o31ai_1	25	0.0066
or3_1	39	0.0086
xnor2_1	148	0.046
xor2_1	65	0.020
[per-layer routing]
layer,share of wire,up-vias,track usage
met5,0.00020,-,0
met4,0.054,4,0.1069
met3,0.12,361,0.08493
met2,0.42,1779,0.3645
met1,0.41,14316,0.3416
li1,-,14360,-
[logic make-up after synthesis]
kind of cell / after synthesis
AND/OR/NAND/NOR: 1349
multiplexers: 132
flip-flops: 146
XOR/XNOR: 216
adder cells (fa/ha/maj): 276
buffers and inverters: 415
other: 1
AND-OR/OR-AND: 1256
